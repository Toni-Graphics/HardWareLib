### ./run.sh
#!/bin/bash
# OpenROAD 26Q1-2900-gdf79404cd8, Yosys 0.63+post, stock flow scripts
make -C /OpenROAD-flow-scripts/flow DESIGN_CONFIG=/design/flow/config.mk WORK_HOME=/design/flow/orfs finish
### ./config.mk
export PLATFORM = sky130hd
export DESIGN_NAME = ALU
export DESIGN_NICKNAME = ALU
export VERILOG_FILES = /design/flow/design.v
export SDC_FILE = /design/flow/constraint.sdc
export NUM_CORES = 4
export LEC_CHECK = 1
export CORE_UTILIZATION = 30
### ./constraint.sdc
current_design ALU

set clk_period 14.1
set clk_io_pct 0.2

create_clock -name clk0 -period $clk_period [get_ports {clk}]

set non_clock_inputs [all_inputs -no_clocks]
set_input_delay [expr $clk_period * $clk_io_pct] -clock clk0 $non_clock_inputs
set_output_delay [expr $clk_period * $clk_io_pct] -clock clk0 [all_outputs]
### ./design.v
module ALU#(parameter BITS = 8,
            parameter opcode_size = 4)
        (clk, in_a, in_b, sum, carry_in, carry_out, opcode);
    input wire clk, carry_in;
    input wire [BITS-1:0] in_a;
    input wire [BITS-1:0] in_b;
    input wire [opcode_size-1:0] opcode;
    output reg [BITS-1:0] sum;
    output reg carry_out;
    always @(posedge clk) begin
        case (opcode)
            1: {carry_out, sum} <= in_a + in_b + carry_in;
            2: {carry_out, sum} <= in_a - in_b;
            3: {carry_out, sum} <= in_a * in_b;
            4: {carry_out, sum} <= in_a / in_b;
            5: {carry_out, sum} <= in_a >> in_b;
            6: {carry_out, sum} <= in_a << in_b;
            7: {carry_out, sum} <= in_a | in_b;
            8: {carry_out, sum} <= in_a & in_b;
            9: {carry_out, sum} <= in_a ~& in_b;
            10: {carry_out, sum} <= in_a ^ in_b;
            11: {carry_out, sum} <= in_a ^~ in_b;
            12: {carry_out, sum} <= in_a ~| in_b;
            default:  {carry_out, sum} <= 0;
        endcase
    end
endmodule
==> run_results.csv <==
group,metric,value,unit
sta,timing.final.crit_share,0.960,
setup_path,cp-endpoint,"sum[0]",
sta,timing.hold.ws,3.40,ns
setup_path,worstPathRequired,14.17,ns
route,drcViolationCount,0,
grt,grt_pass1_vias,4836,
cts,cts.path.max_buffers,2,
yosys,synth_area,5160,um^2
route,drtIter0Drc,407,
yosys,yosysChipArea,5160,um^2
run_status,status,"complete, no violations",
yosys,synth-main-ff-cell,"dfxtp_1",
sta,setup_ws,0.558,ns
setup_path,path_class,"input pin to flip-flop",
yosys,synth_cells,697,
sta,setup_violations,0,
yosys,ys.flops,9,
cts,cts_tree,"built",
setup_path,crit_path_frequent_cell,"ha_1",
floorplanning,coreArea,16700,um^2
yosys,async_reset_ff_frac,0,
yosys,ys_top_cells_by_area,"ha_1, fa_1, nor2_1",
sta,tightest_slew,1.05,ns
floorplanning,num_rows,47,
setup_path,cp_slowest_cell,"or3b_4",
placed_design,dpl-instance-area,5800,um^2
floorplanning,fp.dieH,133,um
yosys,synth.avg_cell_area,7.40,um^2
cts,cts_root_buf,"clkbuf_16",
setup_path,slowest_delay,0.45,ns
yosys,synth.distinct_cells,73,
setup_path,start_kind,"input pin",
cts,cts_max_level,1,
yosys,synth_warnings,1,
yosys,top_area_frac,0.209,
layout,drive_gt1_frac,0.109,
grt,gr-total-overflow,0,
floorplanning,io_pins,31,
layout,fin_cells,957,
grt,track_usage,0.190,
route,ant_nets,0,
floorplanning,die_w,133,um
pwr,p_leak,2.68,nW
yosys,most_common_cell,"ha_1",
pwr,power.density,62.6,nW/um^2
placed_design,io_buffers,30,
sta,drv_slew,0,
hold_path,hold_class,"input pin to flip-flop",
route,diodes,0,
placed_design,place_ws,-0.0632,ns
layout,utilization,0.360,
layout,area_delta_synth_final,16.6,%
cts,clk_pin_slew,0.04,ns
route,dr.pass1.iters,5,
setup_path,critPathLaunch,"in_b[1]",
sta,fin_crit,13.54,ns
route,drt-total-wl,16600,um
grt,grt_start_max_net_pins,30,
route,dr_total_vias,5282,
sta,max_slew_margin,0.279,
placed_design,globalplace.congestion,0.964,
yosys,top_cells_by_count,"ha_1, nor2_1, nand2_1",
yosys,ys_cells,697,
yosys,synth_seq_share,0.0349,
cts,clock-sinks,9,
floorplanning,floorplan.core_util,0.309,
layout,fillers,1747,
sta,setup_tns,0,ns
route,via_per_inst,5.52,
flow_run,tool_warnings,44,
flow_run,cap_violations,0,
pwr,vdd_drop_max,0.0307,mV
floorplanning,fp.dieArea,17700,um^2
grt,antenna_found_initial,1,
setup_path,critPathCaptureType,"flip-flop",
pwr,total_power,0.377,mW
grt,grt_pass1_wl,26100,um
layout,final_cell_area,6020,um^2
yosys,synth-edff-count,0,
setup_path,critical_path_arrival,13.61,ns
setup_path,cp_max_fo,8,
placed_design,hpwlAfterDp,12700,um
yosys,yosys.area.top_type,"ha_1",
sta,hold_viol,0,
placed_design,placed_cells,941,
route,wire_per_inst,17.3,um
cts,cts_buffers,3,
sta,max_freq,73.8,MHz
cts,cts_hold_buf,0,
-- worst max-delay path: cells and delay by family --
family	cells	cell delay, ns
AND-OR/OR-AND	27	5.03
AND/OR/NAND/NOR	9	1.65
multiplexers	2	0.58
adder cells (fa/ha/maj)	8	2.39
buffers and inverters	7	1.13
-- area by class of cell --
| class | count | area [um^2] | share of cell area |
|---|---|---|---|
| inverters | 64 | 241 | 0.0401 |
| flip-flops and latches | 9 | 180 | 0.0299 |
| well taps | 220 | 275 | 0.0457 |
| multi-input cells | 593 | 4650 | 0.773 |
| clock buffers | 4 | 78.8 | 0.0131 |
| repair buffers | 67 | 591 | 0.0981 |
-- flip-flops by register name (all words and copies together) (netlist names) --
name       flops
sum            8
carry_out      1
-- how the worst min path moves through the flow --
stage | from | endpoint | cells past startpoint
CTS | opcode[2] | sum[4] | 3
global route | opcode[2] | sum[4] | 3
finish | opcode[2] | sum[4] | 3
-- cells in the final DEF (no fill, tap or decap), drive strengths merged, types with 4 or more instances in the layout --
cell type      netlist  final
xor2                15     15
o211a                4      4
or2                  4      4
clkbuf              24      4
nor4                 6      6
fa                  21     21
o21ai               38     38
clkdlybuf4s50        0     28
a21oi               46     46
nand3               10     10
nor2                69     69
mux2i               14     14
a21o                14     14
ha                  86     86
o22ai                7      7
xnor2               25     25
o311ai               4      4
or3                 11     11
mux4                 4      4
a31oi                6      6
buf                  7     35
nor3                24     24
dfxtp                9      9
a211oi               7      7
a2111oi              5      5
o211ai               9      9
and2                 4      4
o2111ai              4      4
a221oi               6      6
inv                 61     61
nor2b                9      9
a221o                4      4
o21a                 8      8
nand2b               6      6
mux2                13     13
nand2               64     64
-- logic make-up after synthesis --
| logic type | count (synthesis) | synth area share |
|---|---|---|
| and+or+nand+nor | 222 | 0.201 |
| AOI/OAI and AO/OA | 192 | 0.261 |
| adders and majority gates | 107 | 0.290 |
| buffers and inverters | 95 | 0.0708 |
| xor gates and xnor gates | 40 | 0.0679 |
| muxes | 31 | 0.0737 |
| DFF | 9 | 0.0349 |
| other | 1 | 0.000727 |
-- repair_timing --
item,in CTS,in global routing
buffers inserted,0,10
resized,0,14
endpoints found under the setup margin,0,1
-- power by group --
part	switching [mW]	internal, mW
sequential	0.00176	0.0302
clock	0.0153	0.0381
combinational	0.162	0.129
-- metal layers --
| layer | GRT usage | routed length, um |
|---|---|---|
| met3 | 0.0373 | 1250 |
| met4 | 0.0467 | 427 |
| met5 | 0 | 30 |
| met2 | 0.289 | 7220 |
| met1 | 0.277 | 7670 |
No activity file was given, so power comes from the tool's default toggle rates.
